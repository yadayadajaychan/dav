==> ./design.v <==
module game_logic(
    input [3:0] direction,
    input rst,
    input clk,
    output reg [3:0] grid [0:15],
    output reg [1:0] state
);
    reg [3:0] matrix [0:15];   
    integer i;
    task shift_row_right;
        input [3:0] base_index;  
        reg [3:0] row[0:3];
        reg [3:0] temp[0:3];
        reg [3:0] result[0:3];
        integer k, t;
        begin
            for (k = 0; k < 4; k = k + 1)
                row[k] = matrix[base_index + k];
            for (k = 0; k < 4; k = k + 1)
                temp[k] = 0;
            t = 3;
            for (k = 3; k >= 0; k = k - 1) begin
                if (row[k] != 0) begin
                    temp[t] = row[k];
                    t = t - 1;
                end
            end
            for (k = 3; k > 0; k = k - 1) begin
                if (temp[k] != 0 && temp[k] == temp[k-1]) begin
                    temp[k] = temp[k] + 1;   
                    temp[k-1] = 0;
                end
            end
            for (k = 0; k < 4; k = k + 1)
                result[k] = 0;
            t = 3;
            for (k = 3; k >= 0; k = k - 1) begin
                if (temp[k] != 0) begin
                    result[t] = temp[k];
                    t = t - 1;
                end
            end
            for (k = 0; k < 4; k = k + 1)
                matrix[base_index + k] = result[k];
        end
    endtask
    always @(posedge clk or negedge rst) begin
        if (!rst) begin
            state <= 0;
            for (i = 0; i < 16; i = i + 1)
                matrix[i] <= 0;
        end else begin
            case (direction)
                4'b0000: begin
                end
                4'b0001: begin  
                    shift_row_right(0);
                    shift_row_right(4);
                    shift_row_right(8);
                    shift_row_right(12);
                    state <= 1;
                end
                4'b1000: begin  
                end
                4'b0100: begin  
                end
                4'b0010: begin  
                end
                default: begin
                end
            endcase
        end
    end
    always @(posedge clk) begin
        for (i = 0; i < 16; i = i + 1)
            grid[i] <= matrix[i];
    end
endmodule
==> ./run.sh <==
#!/bin/bash
# OpenROAD 26Q1-2900-gdf79404cd8, Yosys 0.63+post, stock flow scripts
make -C /OpenROAD-flow-scripts/flow DESIGN_CONFIG=/design/flow/config.mk WORK_HOME=/design/flow/orfs finish
==> ./config.mk <==
export PLATFORM = sky130hd
export DESIGN_NAME = game_logic
export DESIGN_NICKNAME = game_logic
export VERILOG_FILES = /design/flow/design.v
export SDC_FILE = /design/flow/constraint.sdc
export NUM_CORES = 4
export LEC_CHECK = 1
export CORE_UTILIZATION = 40
export SYNTH_HDL_FRONTEND = slang
==> ./constraint.sdc <==
current_design game_logic

set clk_period 13.9
set clk_io_pct 0.2

create_clock -name clk0 -period $clk_period [get_ports {clk}]

set non_clock_inputs [all_inputs -no_clocks]
set_input_delay [expr $clk_period * $clk_io_pct] -clock clk0 $non_clock_inputs
set_output_delay [expr $clk_period * $clk_io_pct] -clock clk0 [all_outputs]
==> notes.md <==
State of the implementation.

- Pins over their slew limit in the final report were tallied at 0.
- The wire-length estimate of the detail-placed layout is 23070 µm.
- After synthesis, the netlist uses 94 different library cells.
- Across every metal layer, demand over resource in global routing totals 23.62%.
- The OpenROAD warning count is 45, for reference.
- After detailed routing, the number of remaining DRC violations is 0.
- The gate count after technology mapping is 1339, for reference.
- Before any placement, the netlist area is recorded as 10680 µm².
- Together, buffers and inverters on the worst path number 3.
- The end-of-flow timing check tallies setup violations at 0.
- The post-detailed-route via-to-cell ratio is 6.150, for reference.
- The wire length recorded after detailed routing is 31250 µm.
- The final weighted congestion recorded by global placement is 0.9593.
- On the worst setup and hold paths after CTS, the clock-pin slew comes to 0.06 ns.
- In the post-synthesis netlist, the biggest area contributors are dfrtp_1 (15%), dfxtp_1 (12%), nand2_1 (4.8%).
- The number of synthesized flops with an enable pin is 0, for reference.
- The first global-routing pass estimated 50440 µm of wire.
- The pre-antenna-repair detailed-routing pass consisted of 23 iterations.
- TritonCTS created 17 clock buffers.
- The data arrival time of the worst path is 8.58 ns, for reference.
- Leaving out buffers and inverters, the combinational logic in the layout accounts for 7229 µm².
- The nature of the critical path endpoint is a flop, for reference.
- The H-tree was split into 4 levels.
- The initial antenna violation count is 0, for reference.
- The buffer type at the clock tree root is clkbuf_16, for reference.
- The critical path required time is 14.21 ns, for reference.
- The number of diodes is 0, for reference.
- The share of the synthesized area in the top cell type is 15.22%, for reference.
- For reference, the post-synthesis area per instance comes to 7.979 µm².
- The top cell types in the final layout, fill and taps aside, are nand2_1 (136), nor2_1 (114), o21ai_0 (71), clkdlybuf4s50_1 (69), a21oi_1 (68).
- The remaining antenna violation count after routing is 0, for reference.
- The final timing report derives a shortest allowable period of 8.262 ns.
- For this run, the number of Yosys warnings is 0.
- The clock tree from TritonCTS is yes, for reference.
- The share of cells above drive strength 1 is 6.482%, for reference.
- Clock skew on the completed layout was measured at 0.01100 ns.
- For the pin with the worst max-slew slack, the measured transition is 0.8859 ns.
- The overall via count from detail_route is 10510, for reference.
- Checking hold timing, the worst path is listed with class reg2reg.
- Derived from the worst setup path, the maximum achievable clock frequency is 0.1210 GHz.
- The critical path startpoint category is a flop, for reference.
- The total count of hold-check failures in the final report is 0, for reference.
- After clock tree synthesis, the flow added hold-fix buffers numbering 0.
- The placed standard-cell area is 11550 µm², for reference.
- Per the slew report, the remaining headroom to the max-slew limit stands at 39.41%.
- Summing the sequential cell areas from Yosys gives 27.22% of the chip area.
- Per the repair_timing log after CTS, setup buffers inserted total 0.
- The clock net in this run drives a total of 129 sinks.
- The pin count of the biggest net entering global routing is 59, for reference.
- STA lists the maximum fanout along the critical path as 13.
- Recorded from the global router log, the overflow total was 0.
- According to the floorplan report, the placeable core area is 26130 µm².
- The top-level I/O count is 72, for reference.
- The predominant post-synthesis flop cell is dfrtp_1, for reference.
- In this run, synthesis produced a sequential element count of 129.
- The area of the die is 27370 µm², for reference.
- The run reported a max-capacitance violation count of 0.
- The later pin in the worst-skew pair is clocked with a latency of 0.41 ns.
- Summed over all failing endpoints, the final setup total negative slack is 0 ns.
- The y dimension of the die is 165.4 µm, for reference.
- The area taken by sequential standard cells is reported as 2908 µm².
- The final timing summary puts the cycle share of the worst path at 59.44%.
- Setup repair after global routing left no endpoint under its margin.
- The via count of the first global-routing pass is 9353, for reference.
- In the floorplan report the effective utilization is 40.88%.
- In the final routed layout, each cell accounts on average for 18.29 µm.
- The top cell type in the final layout, fill and taps aside, is nand2_1.
- The layout has 2542 filler cells.
- The area overhead of the layout relative to synthesis is 13.78%, for reference.
- For this run, the slowest stage of the critical path takes 0.70 ns.
- The flow ran to the end, and the final reports show no timing, DRC or antenna violations.
- The count of standard-cell rows is 59, for reference.
- The kind of critical path is reg2reg, for reference.
- The maximum clock path buffer count is 2, for reference.
- Port buffering added 70 buffers.
- Once the clock tree was built, the resizer swapped 0 gates to a different size.
- The fraction of registers with async set or reset after synthesis is 50.39%, for reference.
- According to the floorplan report, the die width is 165.4 µm.
- The family with the most delay on the worst path is AND-OR/OR-AND gates, for reference.
- The slowest stage cell on the critical path is or4_1, for reference.
- The final report gives the standard cell area, fillers excluded, as 12160 µm².
- The starting DRC count in detailed routing is 1167, for reference.
- The synth_stat.txt file lists the number of cells as 1339.
- Yosys reports a chip area of 10680 µm².
- The library cell occupying the most area in the post-synthesis netlist is dfrtp_1, for reference.
==> per-stage QoR <==
step | setup WS, ns | util (%) | hold WS (ns) | cells
after global placement | 6.040 | 44.19 | 0.4385 | 1676
after detailed placement | 5.814 | 44.19 | 0.4498 | 1676
after floorplan | 6.444 | - | 0.3422 | 1339
after global routing | 4.893 | 46.52 | 0.4857 | 1708
final | 5.638 | 46.52 | 0.4692 | 1708
after CTS | 5.765 | 46.52 | 0.4670 | 1708
==> sequential cells by signal, indices dropped and copies added (netlist names) <==
name    cells
state       1
grid       64
matrix     64
==> layout make-up <==
cell class	count	area share, %
Multi-Input combinational cell	1073	59.47
Sequential cell	129	23.92
Timing Repair Buffer	80	6.340
Clock buffer	22	4.004
Tap cell	335	3.448
Inverter	59	1.822
Clock inverter	10	0.9983
==> per-layer routing <==
layer | vias to the layer above | part of all wire [%] | track usage, %
li1 | 5121 | - | -
met5 | - | 0 | 0
met1 | 4885 | 47 | 36.70
met4 | 0 | 2.3 | 5.165
met2 | 443 | 44 | 35.53
met3 | 56 | 6.8 | 2.801
==> cell usage after synthesis (19+ instances only) <==
cell        n
nand2_1   136
nor2_1    114
o21ai_0    71
a21oi_1    68
dfrtp_1    65
dfxtp_1    64
inv_1      59
clkbuf_1   58
xnor2_1    46
nand3_1    41
ha_1       39
o221ai_1   37
a22oi_1    34
mux2i_1    28
nand2b_1   28
nor3_1     28
a31oi_1    27
and2_1     20
nor4_1     19
==> path summary, 6_finish.rpt <==
kind / cells past startpoint / slack, ns / start / endpoint
max: 32 / 5.64 / matrix[33] / matrix[38]
min reg2reg: 0 / 0.47 / matrix[6] / grid[6]
min: 0 / 0.47 / matrix[6] / grid[6]
max in group asynchronous: 2 / 10.73 / rst / matrix[58]
max reg2reg: 32 / 5.64 / matrix[33] / matrix[38]
min in group asynchronous: 1 / 2.21 / rst / matrix[1]
==> worst reg2reg max path, delay by kind of cell (launching register included) <==
| kind | cells | cell delay (ns) |
|---|---|---|
| multiplexers | 2 | 0.69 |
| AND-OR/OR-AND | 13 | 2.96 |
| flip-flops | 1 | 0.44 |
| AND/OR/NAND/NOR | 10 | 2.62 |
| buffers and inverters | 3 | 0.28 |
| adder cells (fa/ha/maj) | 4 | 1.16 |
==> cells by family (layout without fill, tap and decap cells) <==
logic type	after synthesis	count (layout)	synth area share (%)
compound gates	442	442	30.60
xor+xnor	56	56	4.661
fa+ha+maj	39	39	4.567
buf+inv	137	171	5.235
flops	129	129	27.22
mux	41	41	4.216
other cells	1	1	0.03510
simple gates	494	494	23.47
